==> design.v <==
module Project (
    input CLOCK_50,
    input [1:0] KEY, 
	 input [9:0] SW,
    inout [13:0] ARDUINO_IO,    
    output [6:0] HEX0,     
    output [6:0] HEX1,
	 output [6:0] HEX2,
	 output [6:0] HEX3,
	 output [6:0] HEX4,
	 output [6:0] HEX5,
    output [3:0] LEDR
);
    wire [7:0] temp_data_bus_in = ARDUINO_IO[7:0];  
    wire data_valid_pulse_in    = ARDUINO_IO[13];   
	 wire reset_n = SW[0];
    wire reset = ~reset_n;
    wire data_valid_sync;
    synchronizer sync_inst_temp (
        .clk(CLOCK_50),
        .data_in(data_valid_pulse_in),
        .data_out(data_valid_sync)
    );
    reg data_valid_d;
    always @(posedge CLOCK_50) data_valid_d <= data_valid_sync;
    wire capture_pulse = data_valid_sync & ~data_valid_d;
    reg [7:0] current_temperature;
    always @(posedge CLOCK_50) begin
        if (reset)
            current_temperature <= 8'd0;
        else if (capture_pulse)
            current_temperature <= temp_data_bus_in;
    end
    wire [7:0] display_temp = (current_temperature == 8'd0 || current_temperature > 8'd99)
                              ? 8'd99 : current_temperature;
    assign HEX0 = seg7(display_temp % 10);  
    assign HEX1 = seg7(display_temp / 10);  
    assign LEDR[0] = capture_pulse;  
    assign LEDR[3:1] = current_temperature[2:0];  
	 wire inc_pulse_in = ARDUINO_IO[9];
	 wire dec_pulse_in = ARDUINO_IO[10];
	synchronizer sync_inc (
    .clk(CLOCK_50),
    .data_in(inc_pulse_in),
    .data_out(inc_sync)
	);
	synchronizer sync_dec (
    .clk(CLOCK_50),
    .data_in(dec_pulse_in),
    .data_out(dec_sync)
	);
	reg inc_d, dec_d;
	always @(posedge CLOCK_50) begin
		if (reset) begin
			inc_d <= 0;
			dec_d <= 0;
		end else begin
			inc_d <= inc_sync;
			dec_d <= dec_sync;
		end
	end
	wire inc_edge = inc_sync & ~inc_d;
	wire dec_edge = dec_sync & ~dec_d;
	reg [7:0] set_temp = 8'd22;
	always @(posedge CLOCK_50) begin
		if (reset)
			set_temp <= 8'd22;
		else if (inc_edge && set_temp < 8'd99)
			set_temp <= set_temp + 1;
		else if (dec_edge && set_temp > 8'd0)
			set_temp <= set_temp - 1;
	end
	assign HEX2 = seg7(set_temp % 10);  
	assign HEX3 = seg7(set_temp / 10);  
	wire [1:0] letter_sel;
	assign letter_sel = (display_temp > set_temp) ? 2'd0 :   
                    (display_temp == set_temp) ? 2'd1 :  
                    2'd2;  
	assign HEX5 = seg_letter(letter_sel);
	function [6:0] seg_letter;
		input [1:0] sel;  
		case(sel)
			2'd0: seg_letter = 7'b1000110;  
			2'd1: seg_letter = 7'b1000000;  
			2'd2: seg_letter = 7'b0001001;  
			default: seg_letter = 7'b1111111;  
		endcase
	endfunction
	wire flame_detected = ARDUINO_IO[11];
	assign HEX4 = flame_detected ? 7'b0001110 : 7'b1111111;
    function [6:0] seg7(input [3:0] b);
        case (b)
            4'd0: seg7 = 7'b1000000;
            4'd1: seg7 = 7'b1111001;
            4'd2: seg7 = 7'b0100100;
            4'd3: seg7 = 7'b0110000;
            4'd4: seg7 = 7'b0011001;
            4'd5: seg7 = 7'b0010010;
            4'd6: seg7 = 7'b0000010;
            4'd7: seg7 = 7'b1111000;
            4'd8: seg7 = 7'b0000000;
            4'd9: seg7 = 7'b0010000;
            default: seg7 = 7'b1111111;  
        endcase
    endfunction
endmodule
module synchronizer(
    input clk,
    input data_in,
    output data_out
);
    reg d1, d2;
    always @(posedge clk) begin
        d1 <= data_in;
        d2 <= d1;
    end
    assign data_out = d2;
endmodule
==> run.sh <==
#!/bin/bash
# OpenROAD 26Q1-2900-gdf79404cd8, Yosys 0.63+post, stock flow scripts
make -C /OpenROAD-flow-scripts/flow DESIGN_CONFIG=/design/flow/config.mk WORK_HOME=/design/flow/orfs finish
==> config.mk <==
export PLATFORM = sky130hd
export DESIGN_NAME = Project
export DESIGN_NICKNAME = Project
export VERILOG_FILES = /design/flow/design.v
export SDC_FILE = /design/flow/constraint.sdc
export NUM_CORES = 4
export LEC_CHECK = 1
export CORE_UTILIZATION = 50
==> constraint.sdc <==
current_design Project

set clk_period 8.8
set clk_io_pct 0.2

create_clock -name clk0 -period $clk_period [get_ports {CLOCK_50}]

set non_clock_inputs [all_inputs -no_clocks]
set_input_delay [expr $clk_period * $clk_io_pct] -clock clk0 $non_clock_inputs
set_output_delay [expr $clk_period * $clk_io_pct] -clock clk0 [all_outputs]
==> flow_summary.json <==
{
  "topCellsByArea": "dfxtp_1 16%, ha_1 14%, nand2_1 5.7%",
  "place_inst": 501,
  "top_cell_area_share": 0.158,
  "post_cts_buffers": 0,
  "untimed_endpoints": 14,
  "cts.sinks": 25,
  "ioPinCount": 73,
  "synth_stat.cells": 414,
  "firstError": "[ERROR RSZ-0074] Failed to build tree from global routes for pin 'ARDUINO_IO[9]' and net 'ARDUINO_IO[9]' at grid (3450, 51750): found route to 2 pins, expected 1",
  "synth.cellmix.compoundShare": 0.251,
  "post_cts_resized": 0,
  "netlist_area_um2": 3160,
  "fp_util": 0.525,
  "gp_congestion": 0.860,
  "top_logic_kind": "AND-OR/OR-AND gates",
  "synthMuxAreaShare": 0.0407,
  "ys_sh_xor": 0.0657,
  "yosysWarnings": 4,
  "post-dp-hpwl_mm": 4.92,
  "h-tree-depth": 1,
  "syn_inst": 414,
  "largest_area_cell": "dfxtp_1",
  "cts_hold_buf": 0,
  "yosysChipArea_um2": 3160,
  "die_y_um": 81.5,
  "cts_buffers": 3,
  "simple_gate_share": 0.222,
  "synth_flop_count": 25,
  "cts_root_buf": "clkbuf_8",
  "status": "aborted with a tool error",
  "cts.path.max_buffers": 2,
  "ys_sh_adder": 0.156,
  "grt_max_degree": 19,
  "die_w_um": 81.5,
  "top_cell": "nand2_1",
  "ys.flop_type": "dfxtp_1",
  "yosys-top-cells-count": "48 x nand2_1, 36 x ha_1, 32 x a21oi_1",
  "stop_stage": "global routing (5_1_grt)",
  "synth-edff-count": 0,
  "yosysUniqueCellTypes": 74,
  "numPortBuffers": 42,
  "yosys.stat.seqShare": 0.158,
  "rows": 28,
  "async_flop_share": 0,
  "synth_area_per_cell_um2": 7.64
}
[cell families after synthesis]
| family | count (synthesis) |
|---|---|
| simple gates | 143 |
| other cells | 2 |
| flops | 25 |
| compound gates | 111 |
| buf+inv | 62 |
| xor+xnor | 20 |
| fa+ha+maj | 39 |
| mux | 12 |
[metrics by stage]
stage	util	setup WS [ns]	hold WS (ns)	instance area (um2)	power (mW)
4_1_cts	0.584	2.05	0.335	3520	2.02
3_3_place_gp	0.576	2.36	0.310	3470	1.93
3_5_place_dp	0.576	2.35	0.314	3470	1.94
2_1_floorplan	-	3.56	0.310	3170	1.28
Power is estimated from default activity; no workload was simulated.
